[flow/design.v]
module Digital_LEDs (
   input wire        clk,
   input wire        rst,
   input wire [31:0] addr,
   input wire        wen,
   input wire [31:0] wdata,
   output wire[ 7:0] dig_en,
   output reg        DN_A,
   output reg        DN_B,
   output reg        DN_C,
   output reg        DN_D,
   output reg        DN_E,
   output reg        DN_F,
   output reg        DN_G,
   output reg        DN_DP
);
    wire [63:0] segment_en;
    reg  [31:0] wD;
    always @(posedge clk or posedge rst) begin      
        if(rst)                             
            wD <= 32'b0;
        else if(wen && addr == 12'h000)     
            wD <= wdata;      
        else                                
            wD <= wD;
    end
    wire [31:0] wdata_pro = wD;
    tube u_tube_7(.clk(clk),.rst(rst),.number(wdata_pro[31:28]),.segment_en(segment_en[7:0]));
    tube u_tube_6(.clk(clk),.rst(rst),.number(wdata_pro[27:24]),.segment_en(segment_en[15:8]));
    tube u_tube_5(.clk(clk),.rst(rst),.number(wdata_pro[23:20]),.segment_en(segment_en[23:16]));
    tube u_tube_4(.clk(clk),.rst(rst),.number(wdata_pro[19:16]),.segment_en(segment_en[31:24]));
    tube u_tube_3(.clk(clk),.rst(rst),.number(wdata_pro[15:12]),.segment_en(segment_en[39:32]));
    tube u_tube_2(.clk(clk),.rst(rst),.number(wdata_pro[11:8]),.segment_en(segment_en[47:40]));
    tube u_tube_1(.clk(clk),.rst(rst),.number(wdata_pro[7:4]),.segment_en(segment_en[55:48]));
    tube u_tube_0(.clk(clk),.rst(rst),.number(wdata_pro[3:0]),.segment_en(segment_en[63:56]));
    always @(*) begin
        case(dig_en) 
            8'b1111_1110:  {DN_A,DN_B,DN_C,DN_D,DN_E,DN_F,DN_G,DN_DP} = segment_en[63:56];
            8'b1111_1101:  {DN_A,DN_B,DN_C,DN_D,DN_E,DN_F,DN_G,DN_DP} = segment_en[55:48];
            8'b1111_1011:  {DN_A,DN_B,DN_C,DN_D,DN_E,DN_F,DN_G,DN_DP} = segment_en[47:40];
            8'b1111_0111:  {DN_A,DN_B,DN_C,DN_D,DN_E,DN_F,DN_G,DN_DP} = segment_en[39:32];
            8'b1110_1111:  {DN_A,DN_B,DN_C,DN_D,DN_E,DN_F,DN_G,DN_DP} = segment_en[31:24];
            8'b1101_1111:  {DN_A,DN_B,DN_C,DN_D,DN_E,DN_F,DN_G,DN_DP} = segment_en[23:16];
            8'b1011_1111:  {DN_A,DN_B,DN_C,DN_D,DN_E,DN_F,DN_G,DN_DP} = segment_en[15:8];
            8'b0111_1111:  {DN_A,DN_B,DN_C,DN_D,DN_E,DN_F,DN_G,DN_DP} = segment_en[7:0];
            default:  {DN_A,DN_B,DN_C,DN_D,DN_E,DN_F,DN_G,DN_DP} = 8'b1111_1111;
        endcase
    end
    timer u_timer(.clk(clk),.rst(rst),.wen(wen),.led_en(dig_en));
endmodule  
module timer(
    input wire clk,         
    input wire rst,        
    input wire wen,     
    output reg [7:0]led_en      
);  
    reg clock_inc;
    wire clock_end;
    reg [24:0]clock;
    always @(posedge clk or posedge rst) begin      
        if(rst)              clock_inc <= 1'b0;
        else if(wen)        clock_inc <= 1'b1;
        else                clock_inc <= clock_inc;
    end
    assign clock_end = clock_inc & (clock==25'd29999);  
    always @(posedge clk or posedge rst) begin      
        if(rst)     clock <= 25'd0;
        else if(clock_end)   clock <= 25'd0;
        else if(clock_inc)     clock <= clock + 25'd1;
        else   clock <= clock;
    end
    always @(posedge clk or posedge rst) begin       
        if(rst)   led_en <= 8'b1111_1110;
        else if(clock_end)    led_en <= {led_en[6:0],led_en[7]};  
        else    led_en <= led_en;
    end
endmodule  
module tube (
    input  wire clk,
    input  wire rst,
    input  wire [3:0]number,
    output reg  [7:0]segment_en 
);
    always @(*) begin
        case (number)
            4'd0: segment_en=8'b00000011;
            4'd1: segment_en=8'b10011111;
            4'd2: segment_en=8'b00100101;
            4'd3: segment_en=8'b00001101;
            4'd4: segment_en=8'b10011001;
            4'd5: segment_en=8'b01001001;
            4'd6: segment_en=8'b01000001;
            4'd7: segment_en=8'b00011111;
            4'd8: segment_en=8'b00000001;
            4'd9: segment_en=8'b00011001;
            4'd10: segment_en=8'b00010001;
            4'd11: segment_en=8'b11000001;
            4'd12: segment_en=8'b11100101;
            4'd13: segment_en=8'b10000101;
            4'd14: segment_en=8'b01100001;
            4'd15: segment_en=8'b01110001;
            default: segment_en=8'b11111111;
        endcase
    end
endmodule  
[flow/run.sh]
#!/bin/bash
# OpenROAD 26Q1-2900-gdf79404cd8, Yosys 0.63+post, stock flow scripts
make -C /OpenROAD-flow-scripts/flow DESIGN_CONFIG=/design/flow/config.mk WORK_HOME=/design/flow/orfs finish
[flow/config.mk]
export PLATFORM = sky130hd
export DESIGN_NAME = Digital_LEDs
export DESIGN_NICKNAME = Digital_LEDs
export VERILOG_FILES = /design/flow/design.v
export SDC_FILE = /design/flow/constraint.sdc
export NUM_CORES = 4
export LEC_CHECK = 1
export CORE_UTILIZATION = 50
[flow/constraint.sdc]
current_design Digital_LEDs

set clk_period 4.4
set clk_io_pct 0.2

create_clock -name clk0 -period $clk_period [get_ports {clk}]

set non_clock_inputs [all_inputs -no_clocks]
set_input_delay [expr $clk_period * $clk_io_pct] -clock clk0 $non_clock_inputs
set_output_delay [expr $clk_period * $clk_io_pct] -clock clk0 [all_outputs]
==> notes.org <==
#+TITLE: Synthesis and PnR summary

** Run status
- The flow ran to the end, and the final reports show no timing, DRC or antenna violations.

** Pwr
- Leakage dissipation :: 2.70 nW
- Worst supply voltage drop on vdd :: 169 µV
- Total power :: 1.31 mW
- Power density of the placed cells :: 205 nW/µm²

** Logic synthesis
- The synthesized netlist occupies a cell area of 5330 µm².
- Synthesis inferred 66 register bits.
- In the synthesized netlist, the number of instances is 590.
- Syn Area/Cell :: 9.04 µm²
- Most common reg cell :: sky130_fd_sc_hd__dfrtp_1
- The warning tally printed by Yosys for this design is 3.
- In the Yosys stats the netlist draws on 64 distinct library cells.
- After synthesis, the share of flip-flops with an asynchronous set or reset is 100%.
- Per Yosys stat, the portion of area used by sequential elements is 31.1%.
- Post-synthesis, Yosys gives the total cell area as 5330 µm².
- Ys cells :: 590
- Flip-flops with a built-in enable :: 0

** Worst setup path
- Required time of the critical path :: 3.52 ns
- Looking at the critical path, the highest net fanout was 10.
- Kind of start point of the critical path :: flip-flop
- STA classifies the critical path endpoint as an output port.
- STA puts the critical path data arrival time at 2.87 ns.
- Launch instance of the worst register-to-register path :: u_timer.clock[0]
- Start point of the critical path :: u_timer.led_en[4]
- In the setup report, the worst path falls into the class reg -> out.

** STA
- In this build the clock could be raised as far as 0.267 GHz.
- Measured against its own limit, the worst slew margin works out to 40.3%.
- Setup repair after global routing left no endpoint under its margin.
- Of the available clock period, the critical path in the final layout requires 85.2%.
- Setup_tns :: 0 ns
- Minimum clock period :: 3.75 ns
- Number of pins exceeding their max-slew limit in the final report :: 0
- In the final report, the number of endpoints failing setup comes to 0.
- Skew final :: 0.00857 ns
- Counting endpoints that fail hold in the final report gives 0.
- The pin closest to its max-slew limit shows a slew of 0.888 ns.

** Floorplanning
- The chip occupies 11100 µm².
- In this run the standard cell core region covers 10300 µm².
- According to the floorplan report, the die width is 105 µm.
- According to the I/O placement log, the pin count is 83.
- Starting utilization of the core area :: 51.7%
- Die Span Y :: 105 µm
- Std-Cell Rows :: 37

** Routing
- Drt initial violations :: 240
- The number of antenna diodes in the final layout is 0.
- Final routed DRC violation total :: 0
- Wire per inst :: 15.4 µm
- Post-Route WL :: 12300 µm
- Total via count in the routed design :: 4534
- Per the post-route antenna check, the number of violating nets is 0.
- The pre-antenna-repair detailed-routing pass consisted of 5 iterations.
- Detailed-route vias per instance :: 5.67

** Placed design
- Per the detailed placement report, the placed cell area equals 6210 µm².
- Once detailed placement completed, the half-perimeter wirelength came to 9240 µm.
- Buffers on Ports :: 81
- Gpl congestion :: 0.885

** Clock network
- The H-tree was split into 3 levels.
- Post-CTS repair changed the size of 0 cells.
- The later pin in the worst-skew pair is clocked with a latency of 0.35 ns.
- Clock tree synthesis inserted a total of 9 buffers.
- After clock tree synthesis, the clock-pin slew on the worst setup and hold paths is 0.08 ns.
- Clock root buffer :: sky130_fd_sc_hd__clkbuf_8
- Worst-case clock buffer depth :: 2
- Hold repair after CTS inserted 0 buffers.
- Clock tree from TritonCTS :: built
- CTS sink cnt :: 66
- Post-CTS Setup Inserts :: 0

** Global route
- The total overflow left after global routing is 0.
- The number of global-route vias before repair came to 4190.
- Overall global routing resource usage :: 23.9%
- Global-route wire length before repair :: 20500 µm
- Maximum number of pins on one net before global-route repair :: 55
- Initial antenna violation count :: 0

** Cells and area
- After routing the design area is 6390 µm².
- Per the final layout report, the fraction of cells sized above drive strength 1 comes to 9.05%.
- The area growth from synthesis to layout is 19.8%.
- Once layout is complete, the utilization of the core stands at 61.9%.

** Hold path
- According to the hold report, the worst path is of the reg -> reg type.
- Min-delay src :: u_timer.clock[24]

** Run
- Max Cap Viol :: 0
- OpenROAD emitted warnings numbering 74.
[per-layer routing]
metal / up-vias / GRT usage (%) / routed length (µm)
met5: - / 0 / 0
met4: 0 / 3.12 / 174
met3: 13 / 4.10 / 725
met2: 141 / 36.0 / 5480
met1: 2130 / 38.2 / 5920
li1: 2250 / - / -
[report_power, final]
group,switching (mW),internal (mW),total (mW)
combinational,0.0594,0.0909,0.150
sequential,0.0443,0.637,0.681
clock,0.261,0.220,0.481
total,0.365,0.947,1.31
[cells in the final DEF (no fill, tap or decap), drive strengths merged, types with 11 or more instances in the layout]
master	instances
xor2	11
a21oi	30
mux2i	13
o21ai	49
ha	57
nor4	12
nor2	45
or3	13
mux2	21
inv	32
nor3	13
nand4	17
xnor2	13
nand2	48
nor2b	16
nand2b	15
clkdlybuf4s50	81
dfrtp	59
[final cells by class]
| cell class | count | area [µm²] |
|---|---|---|
| clock buffers | 10 | 138 |
| clock inverters | 6 | 41.3 |
| fillers | 867 | 3940 |
| inverters | 31 | 116 |
| multi-input cells | 466 | 3430 |
| flip-flops and latches | 66 | 1660 |
| well taps | 136 | 170 |
| repair buffers | 84 | 833 |
[sequential cells by signal, indices dropped and copies added, names as in the netlist]
signal,flops
u_timer.clock,25
wD,32
u_timer.led_en,8
u_timer.clock_inc,1
[cell usage after synthesis (5+ instances only)]
master,n,area [µm²]
sky130_fd_sc_hd__mux2_1,8,90.1
sky130_fd_sc_hd__nor2_1,45,169
sky130_fd_sc_hd__dfrtp_1,59,1480
sky130_fd_sc_hd__o22ai_1,6,37.5
sky130_fd_sc_hd__clkbuf_1,15,56.3
sky130_fd_sc_hd__and4_1,5,43.8
sky130_fd_sc_hd__nand2b_1,15,93.8
sky130_fd_sc_hd__dfstp_2,7,184
sky130_fd_sc_hd__xor2_1,11,96.3
sky130_fd_sc_hd__a21oi_1,30,150
sky130_fd_sc_hd__mux2i_1,13,130
sky130_fd_sc_hd__or3_1,11,68.8
sky130_fd_sc_hd__nor3_1,12,60.1
sky130_fd_sc_hd__nand2_1,48,180
sky130_fd_sc_hd__nor4_1,11,68.8
sky130_fd_sc_hd__xnor2_1,13,114
sky130_fd_sc_hd__a22oi_1,7,52.6
sky130_fd_sc_hd__nand4_1,15,93.8
sky130_fd_sc_hd__buf_4,5,37.5
sky130_fd_sc_hd__ha_1,57,713
sky130_fd_sc_hd__mux2_2,13,146
sky130_fd_sc_hd__buf_2,6,30.0
sky130_fd_sc_hd__nand3_1,9,45.0
sky130_fd_sc_hd__and3_1,5,31.3
sky130_fd_sc_hd__mux4_2,7,158
sky130_fd_sc_hd__nor2b_1,16,100
sky130_fd_sc_hd__a211oi_1,7,52.6
sky130_fd_sc_hd__o21ai_0,48,240
sky130_fd_sc_hd__a22o_1,5,43.8
sky130_fd_sc_hd__inv_1,31,116
[path summary, 6_finish.rpt]
kind	cells after the start	endpoint	slack (ns)
max	6	DN_G	0.65
min	1	u_timer.clock[24]	0.48
max reg2reg	6	u_timer.led_en[3]	2.01
min reg2reg	1	u_timer.clock[24]	0.48
max in group asynchronous	3	u_timer.led_en[3]	2.53
min in group asynchronous	2	wD[16]	0.92
[critical path, cell delays in order (launching register included)]
cell	delay, ns
sky130_fd_sc_hd__dfstp_2	0.61
sky130_fd_sc_hd__nand4_1	0.23
sky130_fd_sc_hd__nor4b_2	0.66
sky130_fd_sc_hd__nor3b_1	0.26
sky130_fd_sc_hd__a2111oi_0	0.12
sky130_fd_sc_hd__nand3_1	0.16
sky130_fd_sc_hd__clkdlybuf4s50_1	0.47
[per-stage QoR]
step,instances,hold slack (ns),worst slack [ns]
4_1_cts,799,0.481,0.665
2_1_floorplan,590,0.446,1.81
5_1_grt,799,0.505,0.504
3_5_place_dp,783,0.468,1.05
3_3_place_gp,783,0.462,1.11
6_report,799,0.480,0.650
[kinds of logic after synthesis]
kind of cell | after synthesis | share of synthesized area [%]
mux | 41 | 9.83
simple gates | 220 | 23.1
fa+ha+maj | 57 | 13.4
flops | 66 | 31.1
other cells | 1 | 0.0703
buf+inv | 58 | 4.57
compound gates | 123 | 14.0
xor+xnor | 24 | 3.94
Power and IR drop assume default switching activity.
